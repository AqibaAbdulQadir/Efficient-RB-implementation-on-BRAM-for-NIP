$ cat design/flow/design.v
module mux_rb_to_1 #(
parameter K = 11,  
parameter RB_DEPTH = 512,
parameter EMEM_W_ADDR_WIDTH = 32,  
parameter PIXEL_WIDTH = 8,
parameter IMAGE_SIZE = 512*512,
parameter BRAM_DEPTH_ADDR = 11,  
parameter BRAMs = (((K-1) + 4 - 1) >> 2),  
parameter RBs = (K-1),  
parameter TOTAL_DEPTH = (RBs * RB_DEPTH),  
parameter BRAM_W_ADDR_WIDTH = ($clog2(TOTAL_DEPTH)),  
parameter BRAM_R_ADDR_WIDTH = ($clog2(RB_DEPTH)),  
parameter BRAM_R_DATA_WIDTH = (RBs * PIXEL_WIDTH),  
parameter BRAM_W_DATA_WIDTH = (PIXEL_WIDTH),  
parameter RB_ADDR = ($clog2(RBs)),
parameter BRAM_ADDR = ($clog2(BRAMs)),
parameter IMAGE_ADDR = ($clog2(IMAGE_SIZE))
) (
    input en,
    input [RB_ADDR-1:0] sel,
    input [BRAM_R_DATA_WIDTH-1:0] in,
    output reg [PIXEL_WIDTH-1:0] out
);
    always @(*) begin
        if (en) out = in[sel*PIXEL_WIDTH +: PIXEL_WIDTH];
        else out = 0;
    end
endmodule
module steer_module #(
parameter K = 11,  
parameter RB_DEPTH = 512,
parameter EMEM_W_ADDR_WIDTH = 32,  
parameter PIXEL_WIDTH = 8,
parameter IMAGE_SIZE = 512*512,
parameter BRAM_DEPTH_ADDR = 11,  
parameter BRAMs = (((K-1) + 4 - 1) >> 2),  
parameter RBs = (K-1),  
parameter TOTAL_DEPTH = (RBs * RB_DEPTH),  
parameter BRAM_W_ADDR_WIDTH = ($clog2(TOTAL_DEPTH)),  
parameter BRAM_R_ADDR_WIDTH = ($clog2(RB_DEPTH)),  
parameter BRAM_R_DATA_WIDTH = (RBs * PIXEL_WIDTH),  
parameter BRAM_W_DATA_WIDTH = (PIXEL_WIDTH),  
parameter RB_ADDR = ($clog2(RBs)),
parameter BRAM_ADDR = ($clog2(BRAMs)),
parameter IMAGE_ADDR = ($clog2(IMAGE_SIZE))
) (
    input  wire en,
    input  wire [RB_ADDR-1:0] sel,
    input  wire [BRAM_R_DATA_WIDTH-1:0] in,
    output wire [BRAM_R_DATA_WIDTH-1:0] out
);
    genvar i, j;
    generate
        for(i = 0; i < RBs; i = i + 1) begin : MUX_BANK
            wire [BRAM_R_DATA_WIDTH-1:0] rotated_in;
            for(j = 0; j < RBs; j = j + 1) begin : ROTATE
                assign rotated_in[j*PIXEL_WIDTH +: PIXEL_WIDTH] = 
                       in[((j+i)%RBs)*PIXEL_WIDTH +: PIXEL_WIDTH];
            end
            mux_rb_to_1 #(
                .PIXEL_WIDTH(PIXEL_WIDTH),
                .BRAM_R_DATA_WIDTH(BRAM_R_DATA_WIDTH),
                .RB_ADDR(RB_ADDR)
              ) m (en, sel, rotated_in, out[i*PIXEL_WIDTH +: PIXEL_WIDTH]);
        end
    endgenerate
endmodule
$ cat design/flow/run.sh
#!/bin/bash
# OpenROAD 26Q1-2900-gdf79404cd8, Yosys 0.63+post, stock flow scripts
make -C /OpenROAD-flow-scripts/flow DESIGN_CONFIG=/design/flow/config.mk WORK_HOME=/design/flow/orfs finish
$ cat design/flow/config.mk
export PLATFORM = sky130hd
export DESIGN_NAME = steer_module
export DESIGN_NICKNAME = steer_module
export VERILOG_FILES = /design/flow/design.v
export SDC_FILE = /design/flow/constraint.sdc
export NUM_CORES = 4
export LEC_CHECK = 1
export CORE_UTILIZATION = 50
$ cat design/flow/constraint.sdc
current_design steer_module

set clk_period 6.2
set clk_io_pct 0.2

create_clock -name clk0 -period $clk_period

set non_clock_inputs [all_inputs -no_clocks]
set_input_delay [expr $clk_period * $clk_io_pct] -clock clk0 $non_clock_inputs
set_output_delay [expr $clk_period * $clk_io_pct] -clock clk0 [all_outputs]
==> results_slide.txt <==
Physical Implementation Snapshot

Run status
  – Status: finished clean

Layout
  – Layout clock buffers: 0
  – Flop count: 0
  – Share of cells above drive strength 1: a little under a tenth
  – Fin cells: between 600 and 700
  – Area occupied by registers: 0 sq um
  – Area Growth Syn to Fin: 43.7%
  – Fillers: 480

Synthesis
  – Yosys Instances: about 470
  – Cell area leaders: mux2i_1, a21oi_1, mux2_2
  – Post-synth top area cell: mux2i_1
  – Yosys stat chip area: around 0.0035 sq mm
  – Mapped Area: between 0.003 and 0.004 sq mm
  – Top-area cell share: 27.0%
  – Synthesized area per cell: 7.39 sq um
  – Ys Warns: 1
  – Yosys top cell by instances: mux2i_1
  – Post-synth top cells: mux2i_1, a21oi_1, a221oi_1
  – Distinct lib cells used: around 42
  – Cells after Synth: ~470
  – Post-synthesis sequential area ratio: 0%

Die
  – Fp util: a little over half
  – I/O pin count: around 170
  – Die area: between 0.007 and 0.008 sq mm
  – Core area: between 0.006 and 0.007 sq mm
  – Rows: 29
  – Die height: 85.1 microns
  – Die Width: about 85 microns

Power
  – Pleak: 1.86 nW
  – PwrDens: 76.0 mW/mm^2
  – Tot Pwr: ~0.00038 W
  – Peak VDD IR: approximately 0.067 mV

Worst setup path
  – Critical path peak fanout: between 50 and 60
  – Crit. End Element: output pin
  – Element type at the critical path start: input pin
  – Worst Path Arrival: around 3.8 ns
  – Req. time, crit path: just under 5 ns
  – Setup CP Type: in -> out

Drt
  – WL final: 12.2 mm
  – Routed wire length per instance: 18.4 microns
  – Final ANT Viol Nets: 0
  – Vias per inst: just under 7
  – Antenna cells: 0
  – Remaining routing DRC violations: 0
  – DRT iter0 DRCs: around 420
  – DR vias: between 4000 and 5000
  – Initial DRT Pass Iterations: 7

Final timing
  – Final TNS setup: 0 ns
  – Max_slew headroom: between 40 and 50%
  – Final period util: between 80% and 90%
  – Slew @ Worst Pin: 0.868 ns
  – Tmin final: 5.03 ns
  – Final hold violations: 0
  – Final Max Slew Viols: 0
  – Fmax: ~200 MHz
  – Setup violators final: 0
  – Hold slack final: 3.30 ns
  – RSZ-0062 raised after global routing: no

Global route
  – First-pass GRT wire length: between 15 and 20 mm
  – GRT Residual Overflow: 0
  – Vias in the first global route: 4068
  – Largest net degree at the start of global routing: ~120
  – GRT Overall Usage: between 30% and 40%
  – Antenna violations before repair: 0

CTS
  – Cells resized by post-CTS repair: 0
  – Setup Buffers After CTS: 0
  – Cts hold-fix bufs: 0

Place
  – DP HPWL: between 8 and 9 mm
  – Placed Cells: roughly 660
  – Port bufs: about 170
  – Final RePlAce weighted congestion: about 0.95

Run
  – Max cap viols: 0
  – OpenROAD warnings: 36

Worst hold path
  – Hold Path Class: in -> out
## placed cells by master (no fill, tap or decap), drive strengths merged, types with 8 or more instances in the layout
cell type	n
buf	14
nor2	29
o221ai	11
a22oi	15
a221o	8
clkdlybuf4s50	163
nand2	20
o21ai	19
mux2	29
mux2i	95
a21oi	75
o22ai	28
a221oi	33
## area by class of cell
class | instances | area (sq um) | share of cell area [%]
Multi-Input combinational cell | 407 | 3110 | 62.8
Timing Repair Buffer | 177 | 1750 | 35.2
Tap cell | 77 | 96.3 | 1.94
Inverter | 1 | 3.75 | 0.0757
## routing by layer
metal	up-vias	part of all wire, %	GRT usage, %
li1	2144	-	-
met1	2113	43	47.7
met2	320	44	49.9
met3	19	12	4.94
met4	0	1.4	4.47
met5	-	0	0
## path summary, 6_finish.rpt
| check | end | cells past startpoint | from | slack, ns |
|---|---|---|---|---|
| worst max-delay path | out[64] | 7 | sel[1] | 1.17 |
| worst min-delay path | out[69] | 4 | sel[0] | 3.30 |
## cell families (layout without fill, tap and decap cells)
group	Yosys count	in the layout	synth area share (%)
compound gates	221	221	43.8
mux	125	125	37.9
simple gates	61	61	7.90
buf+inv	60	178	10.4
## worst max-delay path, cell delays in order
cell and delay (ns):
buf_4 0.62, buf_4 0.49, mux2i_1 0.38, nor2_1 0.06
a2111oi_0 0.40, a31oi_1 0.07, clkdlybuf4s50_1 0.47
## stage by stage
| stage | worst slack, ns | cell area [sq um] | utilization (%) |
|---|---|---|---|
| 6_report | 1.17 | 4960 | 76.4 |
| 5_1_grt | 1.03 | 4960 | 76.4 |
| 4_1_cts | 1.18 | 4960 | 76.4 |
| 3_5_place_dp | 1.16 | 4960 | 76.4 |
| 3_3_place_gp | 1.24 | 4960 | 76.4 |
| 2_1_floorplan | 2.64 | 3450 | - |
## power breakdown
part | internal (W) | total [W] | switching [W]
logic | 0.000214 | 0.000377 | 0.000163
registers | 0 | 0 | 0
clock network | 0 | 0 | 0
total | 0.000214 | 0.000377 | 0.000163
Power is estimated from default activity; no workload was simulated.
