===== ./run.sh =====
#!/bin/bash
# OpenROAD 26Q1-2900-gdf79404cd8, Yosys 0.63+post, stock flow scripts
make -C /OpenROAD-flow-scripts/flow DESIGN_CONFIG=/design/flow/config.mk WORK_HOME=/design/flow/orfs finish

===== ./config.mk =====
export PLATFORM = sky130hd
export DESIGN_NAME = address_generator_module
export DESIGN_NICKNAME = address_generator_module
export VERILOG_FILES = /design/flow/design.v
export SDC_FILE = /design/flow/constraint.sdc
export NUM_CORES = 4
export LEC_CHECK = 1
export CORE_UTILIZATION = 30

===== ./constraint.sdc =====
current_design address_generator_module

set clk_period 4.6
set clk_io_pct 0.2

create_clock -name clk0 -period $clk_period [get_ports {clk}]

set non_clock_inputs [all_inputs -no_clocks]
set_input_delay [expr $clk_period * $clk_io_pct] -clock clk0 $non_clock_inputs
set_output_delay [expr $clk_period * $clk_io_pct] -clock clk0 [all_outputs]

===== ./design.v =====
module address_generator_module #(
parameter K = 11,  
parameter RB_DEPTH = 512,
parameter EMEM_W_ADDR_WIDTH = 32,  
parameter PIXEL_WIDTH = 8,
parameter IMAGE_SIZE = 512*512,
parameter BRAM_DEPTH_ADDR = 11,  
parameter BRAMs = (((K-1) + 4 - 1) >> 2),  
parameter RBs = (K-1),  
parameter TOTAL_DEPTH = (RBs * RB_DEPTH),  
parameter BRAM_W_ADDR_WIDTH = ($clog2(TOTAL_DEPTH)),  
parameter BRAM_R_ADDR_WIDTH = ($clog2(RB_DEPTH)),  
parameter BRAM_R_DATA_WIDTH = (RBs * PIXEL_WIDTH),  
parameter BRAM_W_DATA_WIDTH = (PIXEL_WIDTH),  
parameter RB_ADDR = ($clog2(RBs)),
parameter BRAM_ADDR = ($clog2(BRAMs)),
parameter IMAGE_ADDR = ($clog2(IMAGE_SIZE))
) (
    input  wire clk,
    input  wire en_e_mem_addr,
    input  wire en_w_bram_addr,
    input  wire en_r_bram_addr,
    output reg [EMEM_W_ADDR_WIDTH-1:0] E_MEM_ADDR,
    output reg [BRAM_ADDR-1:0] BRAM_W,
    output reg [BRAM_DEPTH_ADDR-1:0] W_BRAM_ADDR,
    output reg [BRAM_R_ADDR_WIDTH-1:0] R_BRAM_ADDR
);
    reg [1:0] row_index;            
    reg [RB_ADDR-1:0] buf_index;   
    reg [BRAM_R_ADDR_WIDTH-1:0] loc_index;            
    reg start;
    initial begin
        E_MEM_ADDR   <= -1;
        W_BRAM_ADDR  <= 0;
        R_BRAM_ADDR  <= 0;
        BRAM_W <= 0;
        buf_index <= 0;
        row_index <= 0;
        loc_index <= 0;
        start = 1;
    end
    always @(posedge clk) begin
        if (en_e_mem_addr)
                E_MEM_ADDR <= E_MEM_ADDR + 1;
        if (en_w_bram_addr) begin
            W_BRAM_ADDR <= row_index + (loc_index << 2);  
            start <= 0;
            if (loc_index == (RB_DEPTH-1)) begin
                loc_index <= 0;
                if (row_index == 3 || buf_index == RBs - 1) begin
                    row_index <= 0;
                    if (buf_index == (RBs - 1)) buf_index <= 0;
                    else buf_index <= buf_index + 1;
                end
                else begin 
                    row_index <= row_index + 1;  
                    buf_index <= buf_index + 1;
                end 
            end
            else loc_index <= loc_index + 1;
            if (loc_index == 0 && row_index == 0) begin
                if (buf_index == (RBs - 1) || start) BRAM_W <= 0; 
                else begin 
                    if (BRAM_W + 1 < BRAMs) BRAM_W <= BRAM_W + 1;
                    else BRAM_W <= 0; 
                end
            end
        end
        if (en_r_bram_addr) R_BRAM_ADDR <= R_BRAM_ADDR + 1;  
    end
endmodule

==> reports/qor.csv <==
metric,value,unit
outcome,completed,
crit_chain,clkdlybuf4s50_1,
die_w,105,um
top_logic_kind,simple AND/OR/NAND/NOR gates,
r2r_cells,5,
final_hold_viol_count,0,
grt_pass1_wl,9.31,mm
min_from,loc_index[8],
ir_drop,0.116,mV
aoi_share,0.156,%
synth-xor-area-share,12.3,%
total_power,1400,uW
ys_seq_share,65.5,%
yosys.area_share.simple,16.3,%
p_comb_share,8.0,%
post-place-ws,2280,ps
cts_root_buf,clkbuf_8,
rr_startpoint,loc_index[2],
r2r_end,buf_index[0],
grt_max_degree,33,
setup_violations,0,
cts_tree,built,
worstPathArrival,1350,ps
p_clk_share,35.1,%
layout_top_cell,edfxtp_1,
setup.worst_path.class,flop to output pin,
ios,58,
crit_slowest_cell,clkdlybuf4s50_1,
drtPass1Iterations,4,
r2r_setup_slack,2630,ps
cts_hold_buffers,0,
synth_area,3210,sq um
routed_wl,5.53,mm
syn_to_final_growth,29.5,%
p_sw_share,22.6,%
setup_tns,0,ps
setup_slack,2330,ps
min_to,W_BRAM_ADDR[10],
met1_usage,18.5,%
top_usage_layer,met1,
drive_above_1_share,6.56,%
p_seq_share,56.9,%
antenna_left,0,
antenna_found_initial,0,
post-dp-hpwl,3.80,mm
place_congestion,0.763,
syn-instance-count,232,
timing.fmax,441,MHz
overflow,0,
clk_pin_slew,80,ps
wl_per_cell,12.5,um
p_sw,317,uW
grt.total_usage,11.0,%
required,3680,ps
rsz0062_at_grt,no,
vias_per_cell,4.45,
clock_latency,340,ps
static-leakage-power,0.00148,uW
diodes,0,
setup.worst_path.start_class,flop,
cts.sinks,70,
cts_resized,0,
slew_viol_final,0,
cts_buffers,9,
htreeDepth,3,
internal-power,1080,uW
floorplan.core_util,31.0,%
cts_setup_buffers,0,
coreArea,10400,sq um
hold_depth,0,
slowest_delay,540,ps
io_buffers,57,
fillers,982,
route.detailed.drc,0,
min_period,2270,ps
max-cap-violations,0,
dieArea,11100,sq um
clock_skew,11.0,ps
rows,37,
cts.path.max_buffers,2,
period_used_share,49.3,%
path_buffers,1,
yosysUniqueCellTypes,26,
log.warning_count,29,
critPathCaptureType,output pin,
gr-usage-met3,2.52,%
syn-mean-instance-area,13.8,sq um
layout_top_cells,"edfxtp_1 (70), clkdlybuf4s50_1 (57), xnor2_1 (31), nor2_1 (18), nand3_1 (15)",
yosys_area,3210,sq um
grt_pass1_vias,1825,
ys_sh_mux,0,%
yosysCellCount,232,
ys.flops,70,
powerDensity,337,nW/um^2
max_slew.worst_pin.slew,657,ps
critPathMaxFanout,7,
drtIter0Drc,76,
critPathTopFamily,buffers and inverters,
use_met2,15.5,%
chipHeight,105,um
vias,1964,
ys_warn_count,1,
max-slew-margin-rel,56.0,%
adder_share,4.29,%
min_path_type,flop to flop,
-- layout make-up --
cell class,count,area [sq um],share of cell area [%]
clock buffers,9,124,2.98
clock inverters,7,72.6,1.75
inverters,9,33.8,0.813
multi-input cells,150,1060,25.5
flip-flops and latches,70,2100,50.6
well taps,136,170,4.09
repair buffers,60,593,14.3
-- state kept, by name, indices dropped and copies added, names as in the netlist --
register,count
BRAM_W,2
E_MEM_ADDR,32
R_BRAM_ADDR,9
W_BRAM_ADDR,11
buf_index,4
loc_index,9
row_index,2
start,1
-- worst register-to-register path: stages, from the launching register on --
cell and delay [ps]:
edfxtp_1 470, and4_1 250, nand2_1 90, nor2_1 120
ha_1 390, and2_1 330
-- power by group through the flow --
| stage | clock (uW) | combinational, uW | sequential, uW |
|---|---|---|---|
| CTS | 512 | 115 | 797 |
| global route | 534 | 127 | 805 |
| finish | 492 | 112 | 796 |
-- metrics by stage --
stage,instance area (sq um),instances,utilization [%],hold slack [ps]
6_report,4160,441,40.1,494
5_1_grt,4160,441,40.1,511
4_1_cts,4160,441,40.1,502
3_5_place_dp,3960,425,38.2,471
3_3_place_gp,3960,425,38.2,488
2_1_floorplan,3210,232,-,450
-- how the worst max path moves through the flow --
stage,startpoint,end,slack [ps],cells past startpoint
CTS,E_MEM_ADDR[8],E_MEM_ADDR[8],2290,1
global route,E_MEM_ADDR[8],E_MEM_ADDR[8],2240,1
finish,E_MEM_ADDR[8],E_MEM_ADDR[8],2330,1
-- metal layers --
metal / vias up / share of wire (%)
met5: - / 0
met4: 0 / 1.8
met3: 9 / 4.0
met2: 39 / 47
met1: 933 / 47
li1: 983 / -
-- logic make-up (layout without fill, tap and decap cells) --
| logic type | count (synthesis) | in the layout |
|---|---|---|
| compound gates | 1 | 1 |
| xor+xnor | 45 | 45 |
| fa+ha+maj | 11 | 11 |
| buf+inv | 12 | 85 |
| flops | 70 | 70 |
| other cells | 1 | 1 |
| simple gates | 92 | 92 |
-- cell usage after synthesis --
cell,number,area (sq um)
edfxtp_1,70,2100
xnor2_1,31,272
nor2_1,18,67.6
nand3_1,15,75.1
nand2_1,14,52.6
xor2_1,14,123
nand4_1,13,81.3
ha_1,11,138
and3_1,9,56.3
inv_1,9,33.8
and2_1,5,31.3
and4_1,5,43.8
clkbuf_1,2,7.51
nor2b_1,2,12.5
nor3_1,2,10.0
nor4b_1,2,17.5
and4b_1,1,10.0
buf_2,1,5.00
conb_1,1,3.75
nand2b_1,1,6.26
nand4_2,1,12.5
nand4b_1,1,8.76
nor3b_1,1,7.51
nor4_4,1,21.3
o21ai_0,1,5.00
or4_1,1,7.51
Power and IR drop assume default switching activity.
