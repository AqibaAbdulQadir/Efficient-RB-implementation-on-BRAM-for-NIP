## flow/run.sh

```bash
#!/bin/bash
# OpenROAD 26Q1-2900-gdf79404cd8, Yosys 0.63+post, stock flow scripts
make -C /OpenROAD-flow-scripts/flow DESIGN_CONFIG=/design/flow/config.mk WORK_HOME=/design/flow/orfs finish
```

## flow/config.mk

```make
export PLATFORM = sky130hd
export DESIGN_NAME = BRAM18
export DESIGN_NICKNAME = BRAM18
export VERILOG_FILES = /design/flow/design.v
export SDC_FILE = /design/flow/constraint.sdc
export NUM_CORES = 4
export LEC_CHECK = 1
export CORE_UTILIZATION = 30
export SYNTH_MEMORY_MAX_BITS = 65536
```

## flow/constraint.sdc

```tcl
current_design BRAM18

set clk_period 48.7
set clk_io_pct 0.2

create_clock -name clk0 -period $clk_period [get_ports {clk}]

set non_clock_inputs [all_inputs -no_clocks]
set_input_delay [expr $clk_period * $clk_io_pct] -clock clk0 $non_clock_inputs
set_output_delay [expr $clk_period * $clk_io_pct] -clock clk0 [all_outputs]
```

## flow/design.v

```verilog
module BRAM18 (
    input clk,
    input w_en,
    input [10:0] w_addr,
    input [7:0] w_data,
    input r_en,
    input [8:0] r_addr,
    output reg [31:0] r_data
);
    localparam DEPTH = (1 << 11);
    (* ramstyle = "BRAM18" *)
    reg [7:0] mem [0:DEPTH-1];
    integer base;
    wire [7:0] right;
    always @(posedge clk) begin
        if (w_en)
            mem[w_addr] <= w_data;
    end
    always @(posedge clk) begin
        if (r_en) begin
            base = {r_addr, 2'b00}; 
            r_data <= {
                mem[base + 3],
                mem[base + 2],
                mem[base + 1],
                mem[base + 0]
            };
        end
    end
    // synthesis translate_off
    function [7:0] peek;
        input [10:0] addr;
        begin
            peek = mem[addr];
        end
    endfunction
    // synthesis translate_on
endmodule
```

==> job_summary.md <==
## Implementation flow summary

| Metric | Value |
|---|---|
| Outcome | `complete, but fails checks` |
| Violated checks | `max-slew violations` |
| Worst Path Required | `49.77 ns` |
| Max incr delay on CP | `1.00 ns` |
| Reg clk slew, reported paths | `0.06 ns` |
| Post-synth regs | `16420` |
| Clock tree buffer depth | `6` |
| Internal Power | `23080 µW` |
| 1st-pass router iterations | `6` |
| First-pass GRT wire length | `2673 mm` |
| Area growth syn-to-layout | `13.66%` |
| CTS tree | `built` |
| Tool Warnings | `91` |
| Gr ovfl total | `0` |
| Root Buffer Master | `clkbuf_16` |
| Pwr/cell area | `40.19 mW/mm²` |
| Routed Antenna Nets | `0` |
| # IOs | `63` |
| Clock sinks | `16420` |
| Final Wtd Congestion | `0.9077` |
| Post-CTS Hold Fix Bufs | `0` |
| Flip-flops with a built-in enable | `16420` |
| Clk pwr share | `0.419` |
| Port bufs | `62` |
| Core area | `2.137 mm²` |
| Flop pwr share | `0.530` |
| Yosys chip area | `0.6431 mm²` |
| Met3 Use GR | `0.1808` |
| Num rows | `537` |
| Post CTS Setup Buffer Count | `0` |
| Initial antenna violation count | `173` |
| Crit-path slowest cell | `nand4_1` |
| Met1 usage | `0.1741` |
| Die Ht | `1.466 mm` |
| Commonest flop | `edfxtp_1` |
| Slew @ Worst Pin | `1.493 ns` |
| Hold WS | `1.198 ns` |
| Worst vdd ir | `39.73 µV` |
| Most frequent logic cell in the layout | `edfxtp_1` |
| Clk ins delay skew pair | `1.38 ns` |
| Die W | `1.466 mm` |
| Routed WL | `1913 mm` |
| Synthesized area per cell | `20.08 µm²` |
| Synth cell types | `98` |
| CP dominant cell by count | `buf_4` |
| Via count | `327900` |
| Clock skew | `0.1079 ns` |
| RSZ-0062 raised after global routing | `false` |
| GR Util All Layers | `0.1878` |
| Crit Path Class | `input pin to register` |
| Slew headroom | `-0.002163` |
| CP max FO | `80` |
| Worst Setup Start Kind | `input pin` |
| Drt drc | `0` |
| Slew Limit Fails | `1` |
| Vias in the first global route | `358900` |
| # Cells Yosys | `32020` |
| Switching power | `6299 µW` |
| Critical Path AT | `19.24 ns` |
| Max Clk Rate | `55.04 MHz` |
| Top Layout Cells | `edfxtp_1 (16420), mux2i_1 (2932), mux4_2 (2601)` |
| WL/cell | `30.18 µm` |
| CTS Buf Count | `1634` |
| Busiest grt layer | `met2` |
| Cell count after synthesis | `32020` |
| Seq share, synth | `0.7666` |
| H-tree depth | `7` |
| FILL cells | `194900` |
| Layout cell share with drive strength beyond 1 | `0.1968` |
| Die Area | `2.149 mm²` |
| Ys async rst share | `0` |
| CP cell instances | `buf_16 > buf_4 > buf_4 > buf_4 > buf_4 > buf_4 > buf_4 > buf_12 > buf_4 > buf_4 > mux4_2 > o22ai_1 > o21ai_0 > buf_4 > nand4_1 > nand4_1 > buf_4 > and4_1` |
| Switching Fraction | `0.2144` |
| Largest net degree at the start of global routing | `136` |
| Tmin final | `18.17 ns` |
| Mapped cell area | `0.6431 mm²` |
| Post-cts resize count | `0` |
| Fp util | `0.3009` |
| Combinational share of power | `0.051` |
| M2 GR Usage | `0.2693` |
| Final setup fails | `0` |
| Hold Fails Final Rpt | `0` |
| Post-DP HPWL | `1227 mm` |
| Max Cap Violations | `0` |
| Yosys warns | `2` |
| DR iter-0 viols | `22660` |
| CP Capture Type | `register` |
| Final worst path period share | `0.3731` |
| Pleak | `0.2257 µW` |
| Routed vias/inst | `5.175` |
| Setup TNS | `0 ns` |
| Class of the worst hold path | `register to register` |
-- registers in the layout, indices dropped and copies added, names as in the netlist --
| name | flops |
|---|---|
| mem | 16384 |
| r_data | 32 |
-- metrics by stage --
step	std cells	util	worst slack, ns	power (µW)	cell area, µm²
6_report	63380	0.3420	30.53	29380	730900
2_1_floorplan	32020	-	36.48	16610	643100
3_5_place_dp	59900	0.3171	29.00	17360	677800
5_1_grt	63040	0.3416	29.71	30140	730100
4_1_cts	62810	0.3413	30.44	29510	729500
3_3_place_gp	59890	0.3170	29.06	17340	677600
-- area by class of cell --
type	instances	area (µm²)	area share
flip-flops and latches	16420	493000	0.6744
multi-input cells	13430	137000	0.1875
repair buffers	1482	12070	0.01652
clock inverters	1002	9439	0.01291
inverters	3	33.78	0.00004622
well taps	28570	35740	0.04890
diodes	568	1421	0.001945
clock buffers	1906	42250	0.05780
-- power groups by stage --
stage	clock network (µW)	logic, µW	registers (µW)
5_1_grt	13000	1600	15600
4_1_cts	12400	1500	15600
6_report	12300	1510	15600
-- logic make-up after synthesis --
logic type	count (synthesis)	share of synthesized area
multiplexers	5801	0.1442
buffers and inverters	2171	0.02251
AND/OR/NAND/NOR	3733	0.02487
flip-flops	16420	0.7666
AND-OR/OR-AND	3897	0.04190
-- synth_stat cells, drive strengths merged, types with 10 or more instances --
cell type	n	area (µm²)
o21ai	458	2292
or3	18	113.9
a32oi	26	227.7
a21o	12	91.34
nand4b	12	105.1
o22a	18	157.7
a31oi	160	1001
nor2	2362	8866
o22ai	803	5024
nor4	62	400.4
and4	25	224.0
nor3b	11	82.58
nor4b	10	100.1
a2bb2oi	10	87.58
a22o	20	180.2
o31ai	28	210.2
o311ai	11	96.34
and3	43	269.0
mux4	2718	61650
a2111oi	47	450.4
o211ai	27	202.7
clkbuf	942	3973
or4	24	180.2
nand4	88	550.5
mux2	151	1700
a211o	23	201.4
a221oi	50	437.9
and2	75	469.2
mux2i	2932	29350
nand2	491	1846
nand2b	11	68.82
a211oi	155	1184
edfxtp	16420	493000
a21oi	718	3593
o221ai	1073	9417
o21a	21	157.7
a22oi	147	1104
o32ai	10	87.58
nor2b	12	75.07
nand3	165	825.8
buf	1226	10490
nor3	283	1421
-- critical path: cells and delay by family --
family / cells / cell delay [ns]
AOI/OAI and AO/OA: 2 / 0.39
muxes: 1 / 0.59
buffers and inverters: 12 / 6.43
and+or+nand+nor: 3 / 1.55
-- final timing paths --
check | from | to | slack (ns) | depth (start not counted)
hold reg to reg | mem[694][0] | r_data[16] | 1.20 | 5
setup / recovery | r_addr[0] | r_data[30] | 30.53 | 18
setup reg to reg | mem[635][1] | r_data[25] | 44.62 | 8
hold / removal | mem[694][0] | r_data[16] | 1.20 | 5
-- per-layer routing --
| metal | routed length, µm | part of all wire | vias up |
|---|---|---|---|
| met4 | 107500 | 0.056 | 251 |
| met1 | 544200 | 0.28 | 164400 |
| met3 | 398800 | 0.21 | 4025 |
| li1 | - | - | 135900 |
| met5 | 9541 | 0.0050 | - |
| met2 | 852800 | 0.45 | 23380 |
Power figures rest on the tool's default switching activity, not on a simulated workload.
